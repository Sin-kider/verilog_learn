## design/flow/config.mk

```make
export PLATFORM = sky130hd
export DESIGN_NAME = top
export DESIGN_NICKNAME = top
export VERILOG_FILES = /design/flow/design.v
export SDC_FILE = /design/flow/constraint.sdc
export NUM_CORES = 4
export LEC_CHECK = 1
export CORE_UTILIZATION = 30
```

## design/flow/constraint.sdc

```tcl
current_design top

set clk_period 2.7
set clk_io_pct 0.2

create_clock -name clk0 -period $clk_period [get_ports {clk}]

set non_clock_inputs [all_inputs -no_clocks]
set_input_delay [expr $clk_period * $clk_io_pct] -clock clk0 $non_clock_inputs
set_output_delay [expr $clk_period * $clk_io_pct] -clock clk0 [all_outputs]
```

## design/flow/design.v

```verilog
module top (
    input clk,
    input rst,
    input [15:0] sw,
    input [4:0] button,
    input ps2_clk,
    input ps2_data,
    output [15:0] ledr,
    output VGA_CLK,
    output VGA_HSYNC,
    output VGA_VSYNC,
    output VGA_BLANK_N,
    output [7:0] VGA_R,
    output [7:0] VGA_G,
    output [7:0] VGA_B,
    output [7:0] seg0,
    output [7:0] seg1,
    output [7:0] seg2,
    output [7:0] seg3,
    output [7:0] seg4,
    output [7:0] seg5,
    output [7:0] seg6,
    output [7:0] seg7
);
    reg [7:0] data,key_count;
    reg key_down;
    seg seg_1({key_down,data[3:0]}, seg0);
    seg seg_2({key_down,data[7:4]}, seg1);
    seg seg_3({key_down,key_count[3:0]}, seg2);
    seg seg_4({key_down,key_count[7:4]}, seg3);
    ps2_keyboard ps2_keyboard_1(
      .clk(clk),
      .clrn(~rst),
      .ps2_clk(ps2_clk),
      .ps2_data(ps2_data),
      .data(data),
      .key_count(key_count),
      .key_down(key_down)
   );
endmodule
module ps2_keyboard(clk,clrn,ps2_clk,ps2_data,data,key_count,key_down);
    input clk,clrn,ps2_clk,ps2_data;
    output reg [7:0] data,key_count;
    output reg key_down;
    reg [9:0] buffer;  
    reg [3:0] count;  
    reg [2:0] ps2_clk_sync;
    reg keyup_flag;
    always @(posedge clk) begin
       ps2_clk_sync <= {ps2_clk_sync[1:0],ps2_clk};
    end
    wire sampling = ps2_clk_sync[2] & ~ps2_clk_sync[1];
    always @(posedge clk) begin
       if (clrn == 0) begin  
          count <= 0; 
       end else begin
          if (sampling) begin
             if (count == 4'd10) begin
                if ((buffer[0] == 0) &&  
                    (ps2_data) &&  
                    (^buffer[9:1])) begin  
                    data <= buffer[8:1];  
                    if (buffer[8:1] == 8'hF0) begin
                        key_count <= key_count + 1;
                        keyup_flag <= 1;
                    end
                    else begin
                        if (keyup_flag == 1) begin
                            key_down <= 0;
                            keyup_flag <= 0;
                        end
                        else begin
                            key_down <= 1;
                        end
                    end
                end
                count <= 0;  
             end else begin
                buffer[count] <= ps2_data;  
                count <= count + 3'b1;
             end
          end
       end
    end
endmodule
module seg(
  input [4:0] in,
  output reg [7:0] seg
);
    always @(*) begin
        case (in)
            5'b10000: seg = 8'b0000_0011;
            5'b10001: seg = 8'b1001_1111;
            5'b10010: seg = 8'b0010_0101;
            5'b10011: seg = 8'b0000_1101;
            5'b10100: seg = 8'b1001_1001;
            5'b10101: seg = 8'b0100_1001;
            5'b10110: seg = 8'b0100_0001;
            5'b10111: seg = 8'b0001_1111;
            5'b11000: seg = 8'b0000_0001;
            5'b11001: seg = 8'b0000_1001;
            5'b11010: seg = 8'b0001_0001;
            5'b11011: seg = 8'b1100_0001;
            5'b11100: seg = 8'b0110_0011;
            5'b11101: seg = 8'b1000_0101;
            5'b11110: seg = 8'b0110_0001;
            5'b11111: seg = 8'b0111_0001;
            default: seg = 8'b1111_1111;
        endcase
    end
endmodule
```

## design/flow/run.sh

```bash
#!/bin/bash
# OpenROAD 26Q1-2900-gdf79404cd8, Yosys 0.63+post, stock flow scripts
make -C /OpenROAD-flow-scripts/flow DESIGN_CONFIG=/design/flow/config.mk WORK_HOME=/design/flow/orfs finish
```

==> impl_metrics.ini <==
; yosys + openroad results
[synthesis]
ys_types = 48
synth-simple-area-share = 0.131
ys_sh_adder = 0.124
ys.warnings.count = 78
mux_share = 0.0456
yosys-stat-cells = 359
ys.flops = 35
aoi_share = 0.139
flop_cell = edfxtp_1
syn_area_um2 = 3320
logic_family = buffers and inverters
synth_area_per_cell_um2 = 9.25
ys_sh_xor = 0.0358
async_reset_ff_frac = 0
yosys_area_um2 = 3320
yosysSeqAreaShare = 0.296
syn_inst = 359
synth-edff-count = 28

[layout]
fin_area_um2 = 3680
drive_above_1_share = 0.100
areaGrowthSynthToFinish_pct = 11.0
final_util = 0.341
fin_cells = 539

[run]
warning_count = 71
maxCapViolCount = 0

[timing]
setup-violations-final = 0
finClkSkew_ns = 0.00586
period_used_share = 0.981
relSlewSlack = 0.636
hold_viol = 0
fin_crit_ns = 2.65
rsz0062_at_grt = true
worst_pin_slew_ns = 0.546
finalSetupTns_ns = 0
fmax_ghz = 0.378
drv_slew = 0

[detailed_routing]
antennaDiodeCount = 0
routedWlPerCell_um = 10.0
totalWireLength_um = 5400
antenna_left = 0
via_count = 2304
dr.pass1.iters = 4
drt_iter0_markers = 77
avgViaCountPerCell = 4.27
drc = 0

[place]
port-buffer-count = 31
dpl.hpwl_um = 3990
dp_cells = 520
dpl_cell_area_um2 = 3490
place.gp.congestion = 0.814

[run_status]
outcome = complete, no violations

[clocking]
clk_pin_slew_ns = 0.07
clockBufferDepth = 2
htreeDepth = 2
cts_hold_buf = 0
cts_root_buf = clkbuf_8
cts_made_buffers = 5
clk_latency_ns = 0.28
clock_sink_count = 35
cts_tree = built

[power]
power.leakage_nw = 1.59
pwr_density_cell_nw_per_um2 = 283
p_total_mw = 1.04
ir_worst_vdd_mv = 0.208

[worst_hold_path]
hold-path-cell-count = 0
worstHoldPathType = register to register
worstHoldStart = ps2_keyboard_1.ps2_clk_sync[0]$_DFF_P_
hold_path_end = ps2_keyboard_1.ps2_clk_sync[1]$_DFF_P_

[critical_path]
cp_top_family = buffers and inverters
cp.arrival_ns = 2.11
setup.worst_path.start_class = register
endpoint_kind = primary output
r2r_slack_ns = 0.30
path_buffers = 2
critical_path.cell_chain = buf_4, ha_2, mux4_2, nand2b_4, clkdlybuf4s50_1
critPathRequiredTime_ns = 2.16
worstReg2RegEnd = ps2_keyboard_1.data[4]$_DFFE_PP_
path_max_fanout = 5
crit_slowest_cell = edfxtp_1
r2r_start = ps2_keyboard_1.buffer[4]$_DFFE_PP_
r2r_cells = 6
slowest_delay_ns = 0.47
crit_type = register to primary output

[floorplan]
io_pins = 133
fp.dieH_um = 107
die_x_um = 107
fp-utilization = 0.308
rows = 38
core_um2 = 10800
chip_area_um2 = 11500

[grt]
antenna_found_initial = 0
grtUsageTotal = 0.0939
grt_max_degree = 22
overflow = 0
grt_pass1_vias = 1932
grt_pass1_wl_um = 8790
per-stage QoR:
step	worst slack (ns)	hold slack, ns
after global placement	0.261	0.311
final	0.0518	0.333
after global routing	-0.0568	0.351
after detailed placement	0.252	0.316
after CTS	0.00347	0.333
after floorplan	0.263	0.310
Yosys cell counts, drive strengths merged, types with 12 or more instances:
| library cell | number | share of area |
|---|---|---|
| o21ai | 16 | 0.024 |
| clkbuf | 13 | 0.015 |
| edfxtp | 28 | 0.25 |
| nand2 | 22 | 0.025 |
| o211ai | 14 | 0.032 |
| buf | 81 | 0.18 |
| nor2 | 12 | 0.014 |
| inv | 24 | 0.027 |
| ha | 33 | 0.12 |
| nor2b | 13 | 0.025 |
where the power goes:
group	switching, mW	internal (mW)
Clock	0.183	0.180
Sequential	0.00528	0.587
Combinational	0.0479	0.0393
Total	0.237	0.806
sequential cells by signal, summed over array words and instances (netlist names):
| name | flops |
|---|---|
| ps2_keyboard_1.buffer | 10 |
| ps2_keyboard_1.key_count | 8 |
| ps2_keyboard_1.key_down | 1 |
| ps2_keyboard_1.keyup_flag | 1 |
| ps2_keyboard_1.count | 4 |
| ps2_keyboard_1.data | 8 |
| ps2_keyboard_1.ps2_clk_sync | 3 |
how the worst max path moves through the flow:
stage	slack, ns	to	depth (start not counted)	from
CTS	0.003	seg0[4]	6	ps2_keyboard_1.data[0]$_DFFE_PP_
global route	-0.06	seg0[4]	6	ps2_keyboard_1.data[0]$_DFFE_PP_
finish	0.05	seg0[4]	5	ps2_keyboard_1.data[0]$_DFFE_PP_
placed cells by master, fill, tap and decap left out, types with 8 or more instances in the layout:
master,netlist,layout
o211ai_1,14,14
clkdlybuf4s50_1,0,31
nor2_1,12,12
nand3_1,8,8
edfxtp_1,28,28
o21ai_0,15,15
mux2i_1,8,8
nor2b_1,13,13
buf_4,80,16
nand2_1,22,22
inv_1,24,22
conb_1,2,80
ha_1,33,31
what timing repair did:
action                     in CTS  in global routing
hold endpoints to repair        0                  0
setup endpoints to repair       2                  7
setup buffers                   2                  9
resized                         1                  6
pin swaps                       0                  0
kinds of logic (layout without fill, tap and decap cells):
group	count (synthesis)	after routing
buffers and inverters	118	80
adders and majority gates	33	33
DFF	35	35
AOI/OAI and AO/OA	64	64
xor gates and xnor gates	12	12
other	2	80
and+or+nand+nor	82	82
muxes	13	13
per-layer routing:
layer	share of wire	up-vias	routed length, µm	track usage
met5	0	-	0	0
met4	0.011	0	59	0.0137
met3	0.054	8	290	0.0112
met2	0.45	76	2430	0.146
met1	0.49	1059	2620	0.146
li1	-	1161	-	-
final cells by class:
type / instances / area [µm²]
Fill cell: 1071 / 7110
Multi-Input combinational cell: 284 / 1900
Sequential cell: 35 / 981
Inverter: 24 / 90.1
Clock buffer: 6 / 72.6
Clock inverter: 2 / 12.5
Timing Repair Buffer: 48 / 450
Tap cell: 140 / 175
No activity file was given, so power comes from the tool's default toggle rates.
